## ./design.v

```verilog
module lfsr (
    input wire clk,
    input wire reset_n,
    input wire btn_pulse,
    output reg [7:0] lfsr_reg
);
    wire feedback;
    reg [7:0] next_lfsr;
    assign feedback = lfsr_reg[7] ^ lfsr_reg[5] ^ lfsr_reg[4] ^ lfsr_reg[3];
    always @(*) begin
        next_lfsr = {feedback, lfsr_reg[7:1]};
        if (next_lfsr == 8'b00000000)
            next_lfsr = 8'b10101101;   
    end
    always @(posedge clk or negedge reset_n) begin
        if (!reset_n)
            lfsr_reg <= 8'b10101101;   
        else if (btn_pulse)
            lfsr_reg <= next_lfsr;
    end
endmodule
```

## ./run.sh

```bash
#!/bin/bash
# OpenROAD 26Q1-2900-gdf79404cd8, Yosys 0.63+post, stock flow scripts
make -C /OpenROAD-flow-scripts/flow DESIGN_CONFIG=/design/flow/config.mk WORK_HOME=/design/flow/orfs finish
```

## ./config.mk

```make
export PLATFORM = sky130hd
export DESIGN_NAME = lfsr
export DESIGN_NICKNAME = lfsr
export VERILOG_FILES = /design/flow/design.v
export SDC_FILE = /design/flow/constraint.sdc
export NUM_CORES = 4
export LEC_CHECK = 1
export CORE_AREA = 10 10 70 70
export DIE_AREA = 0 0 80 80
```

## ./constraint.sdc

```tcl
current_design lfsr

set clk_period 1.6
set clk_io_pct 0.2

create_clock -name clk0 -period $clk_period [get_ports {clk}]

set non_clock_inputs [all_inputs -no_clocks]
set_input_delay [expr $clk_period * $clk_io_pct] -clock clk0 $non_clock_inputs
set_output_delay [expr $clk_period * $clk_io_pct] -clock clk0 [all_outputs]
```

==> results.py <==
# Auto-generated metrics
metrics = {
    "run_status": {
        "run_status": "finished, final reports clean",
    },
    "finish": {
        "syn2layout_area_growth_pct": 65.3,
        "drive_above_1_share_pct": 34.0,
        "largest_register_ff_count": 8,
        "post-route-cell-area_sq_um": 602,
    },
    "timing": {
        "setup_repair_after_global_routing_missed_its_margin": "true",
        "fmaxAchievable_ghz": 0.627,
        "layout_min_cycle_time_ns": 1.59,
        "number_of_max_slew_violations_in_the_final_report": 0,
        "relative_slew_slack_pct": 76.1,
        "layout_setup_ws_ns": 0.00622,
        "post-route-period-util_pct": 99.6,
        "hold_viol_final": 0,
        "finalSetupViolations": 0,
        "skew_ns": 0.00853,
        "tightestPinTransition_ns": 0.358,
    },
    "clocking": {
        "clkTransAtPathRegs_ns": 0.06,
        "ctsHoldBuffers": 0,
        "clock_sink_count": 8,
        "cts_made_buffers": 3,
        "cts-root-to-sink-buffers": 2,
        "clock_tree_from_tritoncts": "done",
        "cts_htree_levels": 1,
        "cts_root_buffer": "clkbuf_4",
        "clkLatencyLatePin_ns": 0.26,
    },
    "synthesis": {
        "synthMuxAreaShare_pct": 5.84,
        "edf_count": 0,
        "post-synth-top-area-fraction_pct": 36.1,
        "yosysMostFrequentCell": "dfstp_2",
        "synthXorXnorAreaFrac_pct": 6.19,
        "synth.distinct_cells": 14,
        "netlist_top_cells_area": "dfstp_2 36%, dfrtp_1 21%, or4_4 6.2%",
        "synthesis.area_per_instance_sq_um": 11.0,
        "yosysTopAreaCell": "dfstp_2",
        "yosys_most_used_dff": "dfstp_2",
        "yosys_reg_bits": 8,
        "yosys.area_share.simple_pct": 13.4,
        "synth-warning-count": 1,
        "postSynthSeqShare_pct": 56.7,
        "post_synth_fa_ha_maj_area_fraction_pct": 0,
        "ys_async_sr_fraction_pct": 100,
        "yosys_area_sq_um": 364,
        "synthCells": 33,
        "post_synth_most_frequent_cells": "5 x dfstp_2, 4 x inv_1, 4 x nor2_1",
        "yosys-stat-cells": 33,
        "synth.cellmix.compoundShare_pct": 12.7,
        "post_synth_main_logic_family": "simple AND/OR/NAND/NOR gates",
        "netlist_area_sq_um": 364,
    },
    "route": {
        "antenna_left": 0,
        "antenna_cells": 0,
        "route.final.wire_length_um": 944,
        "routed_wire_length_per_instance_um": 9.54,
        "routed-via-count": 316,
        "vias_per_cell": 3.19,
        "post-route-drc-count": 0,
        "dr.pass1.iters": 2,
        "drt_iter0_drc": 21,
    },
    "placement": {
        "port-buffer-count": 10,
        "dp_hpwl_um": 742,
        "placed_cell_area_sq_um": 548,
        "routabilityCongestion": 0.818,
        "placement.setup.worst_slack_ns": -0.0265,
    },
    "flow_run": {
        "drv.max_cap_violation_count": 0,
        "tool_warnings": 26,
    },
    "pwr": {
        "total_power_mw": 0.956,
        "irDropWorstVdd_mv": 0.346,
        "static-leakage-power_nw": 0.272,
        "powerDensity_nw_per_um2": 1590,
    },
    "worst_setup_path": {
        "setup.worst_path.start_class": "flop",
        "critPathArrivalTime_ns": 1.77,
        "worst-path-max-fanout": 4,
        "crit_path_cell_trace": "or4_4 > or4_4 > a31oi_1",
        "kind_of_cell_adding_the_most_delay_to_the_critical_path": "simple AND/OR/NAND/NOR gates",
        "critPathRequiredTime_ns": 1.78,
        "most_used_cell_cp": "or4_4",
        "setup.worst_path.end_class": "flop",
        "cp_num_buf_inv": 0,
        "critPathKind": "reg2reg",
        "worst_path_largest_cell_delay_ns": 0.53,
        "critPathSlowestCell": "or4_4",
    },
    "floorplanning": {
        "floorplan.core_util_pct": 10.7,
        "num_rows": 21,
        "placeableCoreArea_sq_um": 3420,
        "floorplan.die.width_um": 80,
        "dieArea_sq_um": 6400,
        "num_io_pins": 11,
        "die-height_um": 80,
    },
    "grt": {
        "grt_use_total_pct": 3.19,
        "grt_remaining_overflow": 0,
        "first_global_vias": 315,
        "grt_first_pass_wirelength_mm": 1.57,
        "grt_max_degree": 10,
        "grt_antenna_before_repair": 0,
    },
    "hold_path": {
        "worst_hold_path_type": "in2async",
    },
}
## placed cells by master (no fill, tap or decap)
master / count
xnor3_1: 1
o31ai_1: 1
dfrtp_1: 3
clkbuf_1: 1
o21ai_0: 3
buf_6: 1
dfstp_2: 5
buf_4: 6
nor2_1: 4
dlymetal6s2s_1: 2
nand2_1: 3
a21oi_1: 1
or4_4: 2
mux2i_1: 1
inv_1: 4
dlygate4sd2_1: 3
clkbuf_4: 3
mux2_2: 1
a31oi_1: 3
clkdlybuf4s50_1: 5
## final timing paths
path                       depth (start not counted)          end         from  slack (ns)
max in group asynchronous                          1  lfsr_reg[0]      reset_n        0.95
min in group clk0                                  2  lfsr_reg[0]  lfsr_reg[0]        0.49
min reg2reg                                        2  lfsr_reg[0]  lfsr_reg[0]        0.49
max reg2reg                                        3  lfsr_reg[3]  lfsr_reg[1]       0.006
min                                                1  lfsr_reg[4]      reset_n        0.33
max                                                3  lfsr_reg[3]  lfsr_reg[1]       0.006
## final cells by class
class,count,area (sq um)
fill,395,2810
inverter,4,15.0
sequential,8,206
timing repair buffer,17,158
tap,46,57.6
multi-input combinational,20,139
clock buffer,4,26.3
## where the power goes
part	switching (mW)	leakage (nW)	internal [mW]
clock	0.0717	0.0150	0.0956
combinational	0.135	0.168	0.284
sequential	0.0641	0.0893	0.306
## layer usage
metal	global-route usage (%)	vias to the layer above	routed length, um
met5	0	-	0
li1	-	155	-
met1	4.05	150	457
met3	3.07	0	138
met2	3.93	11	349
met4	0.176	0	0
## through the flow
step           hold WS (ns)  setup TNS (ns)  util, %  instances
2_1_floorplan        0.0244               0        -         33
3_3_place_gp          0.493         -0.0145     16.0         92
3_5_place_dp          0.492         -0.0350     16.0         92
4_1_cts               0.340               0     17.5         99
5_1_grt               0.356          -0.135     17.6         99
6_report              0.334               0     17.6         99
## logic make-up (layout without fill, tap and decap cells)
group                  Yosys count  in the layout
AND/OR/NAND/NOR                  9              9
AND-OR/OR-AND                    8              8
flip-flops                       8              8
buffers and inverters            5             25
multiplexers                     2              2
XOR/XNOR                         1              1
## timing repair
| item | 4_1_cts | 5_1_grt |
|---|---|---|
| setup endpoints to repair | 7 | 6 |
| gates resized | 4 | 2 |
| pin swaps | 3 | 0 |
| setup buffers | 3 | 0 |
Power is estimated from default activity; no workload was simulated.
