==> flow/design.v <==
module keycode_to_ascii(
    input wire [7:0] key_code,
    output reg [7:0] ascii_code
);
    always @(*) begin
        case (key_code)
            8'h16: ascii_code = 8'h31;   
            8'h1E: ascii_code = 8'h32;   
            8'h26: ascii_code = 8'h33;   
            8'h25: ascii_code = 8'h34;   
            8'h2E: ascii_code = 8'h35;   
            8'h36: ascii_code = 8'h36;   
            8'h3D: ascii_code = 8'h37;   
            8'h3E: ascii_code = 8'h38;   
            8'h46: ascii_code = 8'h39;   
            8'h45: ascii_code = 8'h30;   
            8'h1C: ascii_code = 8'h41;   
            8'h32: ascii_code = 8'h42;   
            8'h21: ascii_code = 8'h43;   
            8'h23: ascii_code = 8'h44;   
            8'h24: ascii_code = 8'h45;   
            8'h2B: ascii_code = 8'h46;   
            8'h34: ascii_code = 8'h47;   
            8'h33: ascii_code = 8'h48;   
            8'h43: ascii_code = 8'h49;   
            8'h3B: ascii_code = 8'h4A;   
            8'h42: ascii_code = 8'h4B;   
            8'h4B: ascii_code = 8'h4C;   
            8'h3A: ascii_code = 8'h4D;   
            8'h31: ascii_code = 8'h4E;   
            8'h44: ascii_code = 8'h4F;   
            8'h4D: ascii_code = 8'h50;   
            8'h15: ascii_code = 8'h51;   
            8'h2D: ascii_code = 8'h52;   
            8'h1B: ascii_code = 8'h53;   
            8'h2C: ascii_code = 8'h54;   
            8'h3C: ascii_code = 8'h55;   
            8'h2A: ascii_code = 8'h56;   
            8'h1D: ascii_code = 8'h57;   
            8'h22: ascii_code = 8'h58;   
            8'h35: ascii_code = 8'h59;   
            8'h1A: ascii_code = 8'h5A;   
            default: ascii_code = 8'h00;   
        endcase
    end
endmodule
==> flow/run.sh <==
#!/bin/bash
# OpenROAD 26Q1-2900-gdf79404cd8, Yosys 0.63+post, stock flow scripts
make -C /OpenROAD-flow-scripts/flow DESIGN_CONFIG=/design/flow/config.mk WORK_HOME=/design/flow/orfs finish
==> flow/config.mk <==
export PLATFORM = sky130hd
export DESIGN_NAME = keycode_to_ascii
export DESIGN_NICKNAME = keycode_to_ascii
export VERILOG_FILES = /design/flow/design.v
export SDC_FILE = /design/flow/constraint.sdc
export NUM_CORES = 4
export LEC_CHECK = 1
export CORE_AREA = 10 10 70 70
export DIE_AREA = 0 0 80 80
==> flow/constraint.sdc <==
current_design keycode_to_ascii

set clk_period 3.4
set clk_io_pct 0.2

create_clock -name clk0 -period $clk_period

set non_clock_inputs [all_inputs -no_clocks]
set_input_delay [expr $clk_period * $clk_io_pct] -clock clk0 $non_clock_inputs
set_output_delay [expr $clk_period * $clk_io_pct] -clock clk0 [all_outputs]
==> results.json <==
{
  "comb_area_sq_um": 811,
  "fillers": 351,
  "timing.final.crit_period_ns": 3.31,
  "setup_ws_ns": 0.0851,
  "regArea_sq_um": 0,
  "netlist_instances": 123,
  "setup_viol": 0,
  "hold_violations": 0,
  "crit_arrival_ns": 2.63,
  "clock_buffer_count": 0,
  "vias_per_cell": 5.10,
  "antenna_cells": 0,
  "wl_per_cell_um": 13.9,
  "cp_max_fo": 11,
  "rsz0062_at_grt": "true",
  "dp_cells": 209,
  "lay_top_count": "buf_4",
  "critPathMaxStageDelay_ns": 0.50,
  "drive_gt1_share_pct": 34.1,
  "io_pins": 16,
  "status": "finished, final reports clean",
  "grt_overflow": 0,
  "leakage_nw": 0.576,
  "dieArea_sq_um": 6400,
  "firstDrtPassIters": 4,
  "lay_top_cells": "buf_4 (35), nor2b_1 (9), clkdlybuf4s50_1 (9), nand2_1 (8)",
  "grt.total_usage_pct": 8.91,
  "min_period_over_period_pct": 97.5,
  "cp-end-kind": "output port",
  "via_count": 1070,
  "area_growth_pct": 65.8,
  "peakVddDrop_mv": 0.0595,
  "path_delay_family": "buffers and inverters",
  "hpwl_um": 2310,
  "ctsHoldBuffers": 0,
  "netlist_area_sq_um": 831,
  "path_common_cell": "clkdlybuf4s50_1",
  "crit_required_ns": 2.72,
  "die_h_um": 80,
  "portBuffers": 15,
  "gp_congestion": 0.980,
  "flop-count": 0,
  "synth_warnings": 1,
  "dp_slack_ns": -0.330,
  "yosys_cells": 123,
  "slew_violations": 0,
  "hp-start": "key_code[2]",
  "ant_nets": 0,
  "ys_types": 45,
  "crit_end": "ascii_code[4]",
  "hp-class": "in -> out",
  "grt_pass1_wl_um": 4790,
  "cp_cell_sequence": "clkdlybuf4s50_1, buf_12, clkinvlp_4, buf_6, o211ai_1, nand3_1, a221oi_2, clkdlybuf4s50_1",
  "drc": 0,
  "coreArea_sq_um": 3420,
  "rows": 21,
  "crit_cells": 8,
  "drt_wl_total_um": 2930,
  "finalPower_w": 0.000165,
  "startpoint_type": "primary input",
  "cellPowerDensity_nw_per_um2": 120,
  "critPathBufInv": 5,
  "grt_antenna_before_repair": 0,
  "yosysChipArea_sq_um": 831,
  "first_global_vias": 1005,
  "syn_area_per_cell_sq_um": 6.75,
  "warning_count": 38,
  "fmax_mhz": 302,
  "final_cell_count_no_fill": 210,
  "dieWidth_um": 80,
  "crit_path_top_delay_cell": "clkdlybuf4s50_1",
  "maxCapViolCount": 0,
  "drt_iter0_drc": 111,
  "startpoint": "key_code[3]",
  "worstSetupPathType": "in -> out",
  "fp-utilization_pct": 24.3,
  "grt_max_degree": 19,
  "ys_seq_share_pct": 0
}
## area by class of cell
class                      count  area share, %
inverter                       7           2.18
multi-input combinational    102           58.9
tap                           46           4.18
timing repair buffer          55           34.8
## Yosys cell counts, types with 2 or more instances
master,number,area share [%]
nor3_1,4,2.4
ha_1,7,11
buf_4,3,2.7
o41ai_1,2,2.1
o311a_1,2,2.4
a211oi_1,3,2.7
mux2_2,2,2.7
nand3_1,5,3.0
nand2_1,9,4.1
inv_1,7,3.2
a21oi_1,5,3.0
a2111oi_0,2,2.1
mux2i_1,2,2.4
o21ai_0,6,3.6
nor2b_1,11,8.3
a221oi_1,3,3.2
buf_2,4,2.4
clkbuf_1,6,2.7
o311ai_1,2,2.1
nand2b_1,4,3.0
nor2_1,6,2.7
o211ai_1,5,4.5
## through the flow
| step | cell area (sq um) | util [%] | hold slack, ns | TNS [ns] |
|---|---|---|---|---|
| 2_1_floorplan | 831 | - | 1.38 | 0 |
| 6_report | 1380 | 40.3 | 2.27 | 0 |
| 5_1_grt | 1380 | 40.3 | 2.34 | -0.0174 |
| 3_5_place_dp | 1290 | 37.7 | 2.47 | -1.58 |
| 3_3_place_gp | 1290 | 37.7 | 2.47 | -1.47 |
| 4_1_cts | 1350 | 39.4 | 2.29 | 0 |
## what timing repair did
action,CTS,global route
resized,17,7
pin swaps,7,1
setup buffers,1,0
setup endpoints to repair,7,4
## routing by layer
layer / part of all wire [%] / up-vias / track usage (%)
li1: - / 548 / -
met1: 47 / 473 / 13.2
met2: 43 / 47 / 13.6
met3: 8.6 / 2 / 1.02
met4: 0.79 / 0 / 1.41
met5: 0 / - / 0
## cell families after synthesis
kind of cell / after synthesis / synth area share [%]
other: 1 / 0.451
AOI/OAI and AO/OA: 42 / 38.7
xor gates and xnor gates: 1 / 1.05
and+or+nand+nor: 45 / 28.6
adders and majority gates: 7 / 10.5
buffers and inverters: 21 / 11.4
muxes: 6 / 9.19
## power by group
| group | leakage [nW] | internal [W] | switching, W |
|---|---|---|---|
| combinational | 0.576 | 0.0000883 | 0.0000768 |
| clock | 0 | 0 | 0 |
| sequential | 0 | 0 | 0 |
## tightest hold or removal path, stage by stage
cell           delay (ns)
dlygate4sd2_1        0.26
buf_6                0.15
o211ai_1             0.10
nand3_1              0.08
a221oi_1             0.06
dlygate4sd2_1        0.24
## worst min path at each step
stage     slack [ns]  cells after the start       endpoint
4_1_cts         2.29                      6  ascii_code[6]
5_1_grt         2.34                      6  ascii_code[6]
6_report        2.27                      6  ascii_code[6]
No activity file was given, so power comes from the tool's default toggle rates.
