`design/flow/design.v`:
```
module hex_to_7seg (
    input wire [3:0] hex_digit,
    output reg [6:0] segments
);
    always @(*) begin
        case (hex_digit)
            4'h0: segments = 7'b0000001;  
            4'h1: segments = 7'b1001111;  
            4'h2: segments = 7'b0010010;  
            4'h3: segments = 7'b0000110;  
            4'h4: segments = 7'b1001100;  
            4'h5: segments = 7'b0100100;  
            4'h6: segments = 7'b0100000;  
            4'h7: segments = 7'b0001111;  
            4'h8: segments = 7'b0000000;  
            4'h9: segments = 7'b0000100;  
            4'hA: segments = 7'b0001000;  
            4'hB: segments = 7'b1100000;  
            4'hC: segments = 7'b0110001;  
            4'hD: segments = 7'b1000010;  
            4'hE: segments = 7'b0110000;  
            4'hF: segments = 7'b0111000;  
            default: segments = 7'b1111111;  
        endcase
    end
endmodule
```
`design/flow/run.sh`:
```
#!/bin/bash
# OpenROAD 26Q1-2900-gdf79404cd8, Yosys 0.63+post, stock flow scripts
make -C /OpenROAD-flow-scripts/flow DESIGN_CONFIG=/design/flow/config.mk WORK_HOME=/design/flow/orfs finish
```
`design/flow/config.mk`:
```
export PLATFORM = sky130hd
export DESIGN_NAME = hex_to_7seg
export DESIGN_NICKNAME = hex_to_7seg
export VERILOG_FILES = /design/flow/design.v
export SDC_FILE = /design/flow/constraint.sdc
export NUM_CORES = 4
export LEC_CHECK = 1
export CORE_AREA = 10 10 70 70
export DIE_AREA = 0 0 80 80
```
`design/flow/constraint.sdc`:
```
current_design hex_to_7seg

set clk_period 1.7
set clk_io_pct 0.2

create_clock -name clk0 -period $clk_period

set non_clock_inputs [all_inputs -no_clocks]
set_input_delay [expr $clk_period * $clk_io_pct] -clock clk0 $non_clock_inputs
set_output_delay [expr $clk_period * $clk_io_pct] -clock clk0 [all_outputs]
```
==> GITHUB_STEP_SUMMARY <==
### Yosys + OpenROAD results

| Metric | Value |
|---|---|
| Share of layout cells above drive strength 1 | a little over two fifths |
| Final hold viol count | 0 |
| Total Routed Length | 782 um |
| DR WL/cell | approximately 7.9 um |
| PortBufs | 11 |
| Area Growth Syn to Fin | 99.5% |
| Crit path top cell by count | buf_6 |
| CP Max Fanout | 5 |
| Fin crit period | roughly 1700 ps |
| Reg power frac | 0% |
| WP buf/inv | 4 |
| Vias in the first global route | 310 |
| DPL Wire Length | a little over 600 um |
| Switch share | between 30 and 40% |
| Synth area leader | ha_1 |
| Flop area | 0 um2 |
| Outcome | finished clean |
| Antenna Nets Post-Route | 0 |
| Largest net degree at the start of global routing | 11 |
| Synth warn | 1 |
| Synth cell types | 13 |
| Final RePlAce weighted congestion | 0.739 |
| Initial antenna violation count | 0 |
| Total gr overflow | 0 |
| Largest stage delay, worst path | approximately 240 ps |
| Worst Setup End Kind | output pin |
| Dpl cell area | roughly 480 um2 |
| Max_cap viols | 0 |
| FP Rows | 21 |
| Vias | between 300 and 400 |
| Cell area leaders | ha_1, mux2i_1, mux4_2 |
| Slowest cell on the critical path | dlygate4sd2_1 |
| Relative slew slack | 88.5% |
| LEAKAGE | approximately 0.26 nW |
| Detailed router's first-iteration violation count | 3 |
| Area leader share | between 30% and 40% |
| Clock network power share | 0% |
| Seq share, synth | 0% |
| Synth Cell Area | about 270 um2 |
| Stage-log warning count | 38 |
| Floorplan Utilization | 7.88% |
| Critical Path RT | approximately 1400 ps |
| Post-Syn Instances | 33 |
| Comb area | roughly 270 um2 |
| Total GRT Usage | 2.22% |
| Drc violations | 0 |
| Sw Pwr | ~43 uW |
| Die Area | around 6400 um2 |
| Fin crit share | a little over nine tenths |
| Ant. Diodes | 0 |
| Avg Inst Size Synth | 8.15 um2 |
| Top-count cell post-synth | ha_1 |
| Critical path type | in2out |
| P_int | between 60 and 70 uW |
| VDD IR max | ~0.029 mV |
| Global-route wire length before repair | between 1 and 1.5 mm |
| Arr. time, crit path | 1330 ps |
| Vias per cell | 3.09 |
| Slew Viols, Final | 0 |
| Fmax | about 0.60 GHz |
| CORE AREA | 3420 um2 |
| IO Pins | 11 |
| Die Span X | ~80 um |
| Detailed Routing Iterations Pass 1 | 2 |
| Crit path cell chain | buf_6 > buf_6 > ha_2 > buf_4 > mux2i_1 > a21oi_2 > dlygate4sd2_1 |
| Seq_cells | 0 |
| Fin area | around 540 um2 |
| CLK BUF | 0 |
| Yosys stat cell total | 33 |
| Die Ht | about 80 um |
| CP Launch Type | input port |
| Worst Tran Pin Value | roughly 170 ps |
| Combinational share of power | 100.0% |
| HP Class | in2out |
| WHS | 1140 ps |
| P per Cell Area | a little over 200 nW/um2 |
| Yosys stat area | between 200 and 300 um2 |
| Top post-synthesis cells by count | ha_1, mux2i_1, nor2_1, inv_1 |
| Fill cells | 382 |
| Final setup viols | 0 |
| Largest delay share family, worst path | buffers and inverters |
routing by layer:
metal	routed length [um]	track usage, %
met1	332	2.38
met2	382	4.49
met3	66	0.455
met4	0	0
met5	0	0
kinds of logic (layout without fill, tap and decap cells):
family | Yosys count | after routing | synth area share [%]
and+or+nand+nor | 8 | 8 | 13.0
AOI/OAI and AO/OA | 6 | 6 | 14.0
adders and majority gates | 7 | 7 | 32.6
muxes | 7 | 7 | 30.7
buffers and inverters | 5 | 25 | 9.77
stage by stage:
stage                     cells  total power, mW  setup slack, ps  TNS (ps)  util (%)
final                        99            0.110             29.9         0      15.7
after global routing         99            0.123            -6.05     -6.05      15.7
after CTS                    99            0.105             19.0         0      15.2
after detailed placement     96            0.105             -745     -4190      14.1
after global placement       96            0.104             -741     -4180      14.1
after floorplan              33           0.0422              250         0         -
final cells by class:
type / count / area share (%)
Timing Repair Buffer: 22 / 36.6
Inverter: 3 / 2.10
Tap cell: 46 / 10.7
Multi-Input combinational cell: 28 / 50.6
power groups by stage:
stage | Clock [mW] | Combinational (mW) | Sequential (mW)
CTS | 0 | 0.105 | 0
global route | 0 | 0.123 | 0
finish | 0 | 0.110 | 0
cell usage in the layout, fill, tap and decap left out, types with 2 or more instances in the layout:
cell           count
buf_6              7
mux2i_1            6
dlygate4sd2_1      6
buf_4              6
nor2_1             5
ha_1               4
inv_2              2
o21ai_1            2
ha_2               2
worst paths after layout:
path         start  slack [ps]     endpoint  depth (start not counted)
min   hex_digit[3]        1140  segments[3]                          3
max   hex_digit[0]          30  segments[1]                          7
timing repair:
item                       CTS  global route
setup buffers                3             0
setup endpoints to repair    7             7
pin swaps                    2             2
hold endpoints to repair     0             0
gates resized               31             5
hold buffers                 0             0
Power figures rest on the tool's default switching activity, not on a simulated workload.
